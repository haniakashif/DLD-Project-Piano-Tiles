$ cat ./run.sh
#!/bin/bash
# OpenROAD 26Q1-2900-gdf79404cd8, Yosys 0.63+post, stock flow scripts
make -C /OpenROAD-flow-scripts/flow DESIGN_CONFIG=/design/flow/config.mk WORK_HOME=/design/flow/orfs finish
$ cat ./config.mk
export PLATFORM = sky130hd
export DESIGN_NAME = vga640x480
export DESIGN_NICKNAME = vga640x480
export VERILOG_FILES = /design/flow/design.v
export SDC_FILE = /design/flow/constraint.sdc
export NUM_CORES = 4
export LEC_CHECK = 1
export CORE_UTILIZATION = 30
$ cat ./constraint.sdc
current_design vga640x480

set clk_period 3.3
set clk_io_pct 0.2

create_clock -name clk0 -period $clk_period [get_ports {i_clk}]

set non_clock_inputs [all_inputs -no_clocks]
set_input_delay [expr $clk_period * $clk_io_pct] -clock clk0 $non_clock_inputs
set_output_delay [expr $clk_period * $clk_io_pct] -clock clk0 [all_outputs]
$ cat ./design.v
`timescale 1ns / 1ps
module vga640x480(
input wire i_clk,  
input wire i_rst,  
output wire o_hsync,  
output wire o_vsync,  
output wire o_active,  
output wire [9:0] o_x,  
output wire [9:0] o_y  
);
localparam HSYNCSTART = 16;  
localparam HSYNCEND = 16 + 96;  
localparam HACTIVESTART = 16 + 96 + 48;  
localparam HACTIVEEND = 16 + 96 + 48 + 640;  
reg [9:0] H_SCAN;  
localparam VSYNCSTART = 10;  
localparam VSYNCEND = 10 + 2;  
localparam VACTIVESTART = 10 + 2 + 33;  
localparam VACTIVEEND = 10 + 2 + 33 + 480;  
reg [18:0] V_SCAN;  
assign o_hsync = ~((H_SCAN >= HSYNCSTART) & (H_SCAN < HSYNCEND));
assign o_vsync = ~((V_SCAN >= VSYNCSTART) & (V_SCAN < VSYNCEND));
assign o_x = (H_SCAN < HACTIVESTART) ? 0 : (H_SCAN - HACTIVESTART);
assign o_y = (V_SCAN < VACTIVESTART) ? 0 : (V_SCAN - VACTIVESTART);
assign o_active = ~((H_SCAN < HACTIVESTART) | (V_SCAN < VACTIVESTART));
reg [15:0] counter1;
reg pix_clk;
always @(posedge i_clk)
{pix_clk, counter1} <= counter1 + 16'h4000;  
always @ (posedge i_clk)
begin
if (i_rst)  
begin
H_SCAN <= 0;
V_SCAN <= 0;
end
if (pix_clk)
begin
if (H_SCAN == HACTIVEEND)  
begin
H_SCAN <= 0;
V_SCAN <= V_SCAN + 1;
end
else
H_SCAN <= H_SCAN + 1;  
if (V_SCAN == VACTIVEEND)  
V_SCAN <= 0;
end
end
endmodule
==> impl_metrics.json <==
{
  "cts_tree": "built",
  "min_to": "counter1[14]",
  "detail_route.wirelength_um": 4810,
  "ys.flops": 32,
  "antennaDiodeCount": 0,
  "yosysWarnings": 1,
  "leakage_nw": 0.959,
  "swShare_pct": 21.6,
  "period_minus_slack_ns": 3.06,
  "critical_path_class": "reg -> out",
  "clkPwrFrac_pct": 40.1,
  "top_area_share_pct": 19.9,
  "stage_log_warnings": 30,
  "grt_max_degree": 18,
  "reg2reg_depth": 9,
  "dr.first_iter.drc_count": 57,
  "max-slew-margin-rel_pct": 54.3,
  "postPlaceCellArea_um2": 2490,
  "final_layout_size_suffix_gt1_share_pct": 5.88,
  "cts_hold_buffers": 0,
  "top_area_cell": "dfxtp_1",
  "r2r_slack_ns": 1.04,
  "cts_root_buffer": "clkbuf_8",
  "switching_power_mw": 0.154,
  "syn2layout_area_growth_pct": 16.1,
  "arrival_ns": 2.40,
  "hold_class": "reg -> reg",
  "whs_ns": 0.392,
  "clock_insertion_delay_worst_skew_ns": 0.28,
  "hold_viol_final": 0,
  "worstSetupEndpointType": "output port",
  "hold_start": "counter1[14]",
  "crit_required_ns": 2.64,
  "die_x_um": 88.0,
  "outcome": "complete, no violations",
  "reg2reg_from": "H_SCAN[0]",
  "grt_pass1_vias": 1697,
  "dp_hpwl_um": 3430,
  "gr-total-overflow": 0,
  "grt_usage_pct": 13.3,
  "max-cap-violations": 0,
  "ctsResizeCount": 0,
  "cp-start-kind": "flop",
  "htreeDepth": 2,
  "p_int_mw": 0.559,
  "synth_area_per_cell_um2": 8.09,
  "r2r-end": "V_SCAN[4]",
  "hold_depth": 1,
  "clock-sinks": 32,
  "fin_skew_ns": 0.00790,
  "powerDensity_nw_per_um2": 277,
  "synth_area_um2": 2220,
  "async_reset_ff_share_pct": 0,
  "vias": 1911,
  "max_clock_freq_mhz": 327,
  "synth.distinct_cells": 47,
  "die_y_um": 88.0,
  "edf_count": 10,
  "combPwrFrac_pct": 2.2,
  "clkTransAtPathRegs_ns": 0.06,
  "ant_nets": 0,
  "netlist_instances": 274,
  "path_max_fanout": 11,
  "post_cts_buffers": 0,
  "wl_per_cell_um": 12.5,
  "finalInstanceArea_um2": 2570,
  "routed_via_density": 4.96,
  "seqPwrFrac_pct": 57.7,
  "core_um2": 6980,
  "cts_made_buffers": 5,
  "gp_congestion": 0.851,
  "ios": 25,
  "topCellsByArea": "dfxtp_1 (20%), edfxtp_1 (14%), nor2_1 (7.3%)",
  "remaining_drc_errors": 0,
  "flop_cell": "dfxtp_1",
  "ys_chip_area_um2": 2220,
  "rsz0062_at_grt": "no",
  "tns_ns": 0,
  "grt_pass1_wl_um": 8020,
  "dr.pass1.iters": 4,
  "synth_seq_share_pct": 33.4,
  "std_cell_rows": 30,
  "fp_util_pct": 31.8,
  "port_buffers": 24,
  "period_used_pct": 92.7,
  "slew_violations": 0,
  "antenna_found_initial": 0,
  "setup_violations": 0,
  "clk_path_buf_depth": 2,
  "yosysCellCount": 274,
  "dieArea_um2": 7740,
  "max_slew.worst_pin.slew_ns": 0.680,
  "ir_drop_mv": 0.116
}
## per-stage QoR
step	setup WS, ns	instances	power (mW)	util [%]
3_3_place_gp	0.580	377	0.436	35.7
6_report	0.242	385	0.714	36.9
2_1_floorplan	1.19	274	0.431	-
3_5_place_dp	0.535	377	0.436	35.7
4_1_cts	0.212	385	0.724	36.9
5_1_grt	0.0784	385	0.745	36.9
## how the worst max path moves through the flow
| stage | slack, ns | cells after the start | start | to |
|---|---|---|---|---|
| finish | 0.24 | 8 | V_SCAN[0] | o_y[8] |
| global route | 0.08 | 8 | V_SCAN[0] | o_y[8] |
| CTS | 0.21 | 8 | V_SCAN[0] | o_y[8] |
## area by class of cell
cell class                 instances  area, µm²
fill                             739       4410
sequential                        32        741
inverter                          14       52.6
multi-input combinational        209       1330
clock buffer                       7       76.3
clock inverter                     1       3.75
timing repair buffer              26        255
tap                               96        120
## power groups by stage
stage | registers, mW | logic [mW] | clock network [mW]
CTS | 0.411 | 0.0154 | 0.297
finish | 0.412 | 0.0156 | 0.286
global route | 0.412 | 0.0173 | 0.316
## cells in the mapped netlist (all sizes together), types with 5 or more instances
cell type  number
nand2          19
and2            6
edfxtp         10
xor2            8
inv            14
a21oi          14
nand4           5
o21ai          17
clkbuf          5
xnor2           8
dfxtp          22
ha              9
buf            14
nor3           13
nand3          18
nor2           43
and3            7
## logic make-up after synthesis
kind of cell             after synthesis  synth area share [%]
AND-OR/OR-AND                         52                  15.1
flip-flops                            32                  33.4
multiplexers                           2                 0.959
buffers and inverters                 33                  6.83
XOR/XNOR                              16                  6.32
adder cells (fa/ha/maj)                9                  5.08
AND/OR/NAND/NOR                      130                  32.3
## worst max-delay path: stages, from the launching register on
cell	delay, ns
dfxtp_1	0.50
inv_1	0.16
ha_1	0.25
and3b_1	0.25
o21a_1	0.18
nor3_1	0.07
xnor2_1	0.14
nor2_1	0.11
clkdlybuf4s50_1	0.46
## registers in the layout (all words and copies together) (netlist names)
name,cells
V_SCAN,19
counter1,2
H_SCAN,10
pix_clk,1
## placed cells by master, fill, tap and decap left out, types with 5 or more instances in the layout
master           count
a21oi_1             14
and2_1               6
and3_1               7
clkbuf_8             5
clkdlybuf4s50_1     24
dfxtp_1             22
edfxtp_1            10
ha_1                 9
inv_1               13
nand2_1             19
nand3_1             17
nand4_1              5
nor2_1              43
nor3_1              11
o21ai_1             15
xnor2_1              8
xor2_1               8
## per-layer routing
metal  up-vias  wire, µm  global-route usage (%)
li1        979         -                       -
met1       885      2400                    20.9
met2        42      2190                    20.4
met3         5       159                    1.72
met4         0        64                    1.94
met5         -         0                       0
No activity file was given, so power comes from the tool's default toggle rates.
